**design/flow/design.v**
```verilog
`timescale 1ns / 1ps
module clk_divider(
	input clk_in,
	input rst,
	output reg divided_clk
    );
parameter toggle_value = 1000000;
reg [24:0] cnt;
always@(posedge clk_in or posedge rst)
begin
	if (rst) begin
		cnt <= 0;
		divided_clk <= 0;
	end
	else begin
		if (cnt==toggle_value) begin
			cnt <= 0;
			divided_clk <= ~divided_clk;
		end
		else begin
			cnt <= cnt +1;
			divided_clk <= divided_clk;		
		end
	end
end
endmodule
`timescale 1ns / 1ps
module debouncer(
	input 		clk,
	input 		rst,
	input 		noisy_in,  
	output reg 	clean_out  
    );
reg noisy_in_reg;
reg clean_out_tmp1;  
reg clean_out_tmp2;  
always@(posedge clk or posedge rst)
begin
	if (rst==1'b1) begin
		noisy_in_reg <= 0;
		clean_out_tmp1 <= 0;
		clean_out_tmp2 <= 0;
		clean_out <= 0;
	end
	else begin
		noisy_in_reg <= noisy_in; 
		clean_out_tmp1 <= noisy_in_reg;
		clean_out_tmp2 <= clean_out_tmp1;
		clean_out <= ~clean_out_tmp2 & clean_out_tmp1;  
	end
end
endmodule
`timescale 1ns / 1ps
module elevator(
input clk_50hz, rst,
floor_0_p,
floor_1_p,
floor_2_p,
floor_3_p,
floor_4_p,
direction_1,
direction_2,
direction_3,
floor_0_d,
floor_1_d,
floor_2_d,
floor_3_d,
floor_4_d,
output reg led_inside_0,
led_inside_1,
led_inside_2,
led_inside_3,
led_inside_4,
led_outside_0,
led_outside_1,
led_outside_2,
led_outside_3,
led_outside_4,
led_busy,
reg [7:0] a,b,c,d,e,f,g,p
);
reg state, direction, command, count;
reg starting_floor, current_floor, final_floor;
`timescale 1ns / 1ps
module elevator(
input clk_50hz, rst,
floor_0_p,
floor_1_p,
floor_2_p,
floor_3_p,
floor_4_p,
direction_1,
direction_2,
direction_3,
floor_0_d,
floor_1_d,
floor_2_d,
floor_3_d,
floor_4_d,
output reg led_inside_0,
led_inside_1,
led_inside_2,
led_inside_3,
led_inside_4,
led_outside_0,
led_outside_1,
led_outside_2,
led_outside_3,
led_outside_4,
led_busy,
reg [7:0] a,b,c,d,e,f,g,p
);
reg state, direction, command, count;
reg starting_floor, current_floor, final_floor;
always@(posedge floor_0_p or posedge floor_1_p or posedge floor_2_p or posedge floor_3_p or posedge floor_4_p or posedge floor_0_d or posedge floor_1_d or posedge floor_2_d or posedge floor_3_d or posedge floor_4_d) begin
    command <= 1;
end
always@(posedge clk_50hz or negedge rst) begin
    if(~rst) begin
        current_floor <= 0;
        state <= "IDLE";
    end
    else begin
        case(state)
            "IDLE": begin
                led_busy <= 0;
                    if(command == 0) begin
                        state <= "IDLE";
                    end
                    else begin
                        if((floor_0_p == 1) || (floor_0_d == 1)) begin
                            state <= "BUSY";
                            final_floor <= 0;
                            count <= 0;
                            direction <= "DOWN";
                        end
                        else if((floor_1_p == 1) || (floor_1_d == 1)) begin
                            state <= "BUSY";
                            final_floor <= 1;
                            count <= 0;
                            if(current_floor < 1)begin
                                direction <= "UP";
                            end
                            else begin
                                direction <= "DOWN";
                            end
                        end
                        else if((floor_2_p == 1) || (floor_2_d == 1)) begin
                            state <= "BUSY";
                            final_floor <= 2;
                            if(current_floor < 2)begin
                                direction <= "UP";
                            end
                            else begin
                                direction <= "DOWN";
                            end
                        end
                        else if((floor_3_p == 1) || (floor_3_d == 1)) begin
                            state <= "BUSY";
                            final_floor <= 3;
                            if(current_floor < 3)begin
                                direction <= "UP";
                            end
                            else begin
                                direction <= "DOWN";
                            end
                        end
                        else if((floor_4_p == 1) || (floor_4_d == 1)) begin
                            state <= "BUSY";
                            final_floor <= 4;
                            if(current_floor < 1)begin
                                direction <= "UP";
                            end
                            else begin
                                direction <= "DOWN";
                            end
                        end
                    end
                end
            "BUSY": begin
                led_busy <= 1;
                    if(count == 250) begin
                        if (current_floor == final_floor) begin
                            state <= "WAIT";
                            count <= 0;
                        end
                        else if(direction == "UP")begin
                            current_floor <= current_floor + 1;
                            if((current_floor == 1) && ((floor_1_d == 1) || ((floor_1_p == 1)&&(direction_1 == 1))))begin
                                state <= "WAIT";
                                count <= 0;
                            end
                            else if((current_floor == 2) && ((floor_2_d == 1) || ((floor_2_p == 1)&&(direction_2 == 1))))begin
                                state <= "WAIT";
                                count <= 0;
                            end
                            else if((current_floor == 3) && ((floor_3_d == 1) || ((floor_3_p == 1)&&(direction_3 == 1))))begin
                                state <= "WAIT";
                                count <= 0;
                            end
                            count <= 0;
                        end
                        else if(direction == "DOWN")begin
                            current_floor <= current_floor - 1;
                            if((current_floor == 1) && ((floor_1_p == 1) || ((floor_1_d == 1)&&(direction_1 == 0))))begin
                                state <= "WAIT";
                                count <= 0;
                            end
                            else if((current_floor == 2) && ((floor_2_p == 1) || ((floor_2_d == 1)&&(direction_2 == 0))))begin
                                state <= "WAIT";
                                count <= 0;
                            end
                            else if((current_floor == 3) && ((floor_3_p == 1) || ((floor_3_d == 1)&&(direction_3 == 0))))begin
                                state <= "WAIT";
                                count <= 0;
                            end
                            count <= 0;
                        end
                    end
                    else begin
                        count <= count + 1;
                    end
                end
            "WAIT": begin
                led_busy <= 1;
                    if(count == 250)begin
                        if(current_floor == final_floor)begin
                            state <= "IDLE";
                        end
                        else begin
                            state <= "BUSY";
                            count <= 0;
                        end
                    end
                    else begin
                        count <= count + 1;
                    end
                end
        endcase
    end
end
always @(posedge clk_50hz or negedge rst) begin
    if(~rst) begin
		a <= 8'b11110110;
		b <= 8'b11001110;
		c <= 8'b11001110;
		d <= 8'b11101010;
		e <= 8'b11100010;
		f <= 8'b11110010;
		g <= 8'b00100101;
		p <= 8'b11111111;	
	end
	else begin
		if(current_floor == 0) begin
			a[0] <= 0;
			b[0] <= 0;
			c[0] <= 0;
			d[0] <= 0;
			e[0] <= 0;
			f[0] <= 0;
			g[0] <= 1;
			p[0] <= 1;
		end
		else if(current_floor == 1) begin
			b[0] <= 0;
			c[0] <= 0;
			a[0] <= 1;
			d[0] <= 1;
			e[0] <= 1;
			f[0] <= 1;
			g[0] <= 1;
			p[0] <= 1;
		end
		else if(current_floor == 2) begin
			a[0] <= 0;
			b[0] <= 0;
			g[0] <= 0;
			d[0] <= 0;
			e[0] <= 0;
			c[0] <= 1;
			p[0] <= 1;
			f[0] <= 1;
		end
		else if(current_floor == 3) begin
			a[0] <= 0;
			b[0] <= 0;
			g[0] <= 0;
			d[0] <= 0;
			c[0] <= 0;
			e[0] <= 1;
			f[0] <= 1;
			p[0] <= 1;
		end
		else begin
		  f[0] <= 0;
		  g[0] <= 0;
		  b[0] <= 0;
		  c[0] <= 0;
		  a[0] <= 1;
		  d[0] <= 1;
		  e[0] <= 1;
		  p[0] <= 1;
		end
		if(state == "IDLE")  begin
            a[7:4] <= 4'b1111;
            b[7:4] <= 4'b1100;
            c[7:4] <= 4'b1100;
            d[7:4] <= 4'b1110;
            e[7:4] <= 4'b1110;
            f[7:4] <= 4'b1111;
            g[7:4] <= 4'b0010;
            p[7:4] <= 4'b1111;
         end
         else if((state == "BUSY")&&(direction == "UP")) begin
             a[5] <= 1;
             f[5] <= 0;
             e[5] <= 0;
             d[5] <= 0;
             b[5] <= 0;
             c[5] <= 0;
             g[5] <= 1;
             p[5] <= 1;
             a[4] <= 0;
             b[4] <= 0;
             c[4] <= 1;
             d[4] <= 1;
             p[4] <= 1;
             g[4] <= 0;
             f[4] <= 0;
             e[4] <= 0;
         end
         else if((state == "BUSY")&&(direction == "DOWN")) begin
             b[5] <= 0;
             g[5] <= 0;
             e[5] <= 0;
             d[5] <= 0;
             c[5] <= 0;
             a[5] <= 1;
             f[5] <= 1;
             p[5] <= 1;
             a[4] <= 0;
             b[4] <= 0;
             c[4] <= 0;
             d[4] <= 0;
             e[4] <= 0;
             f[4] <= 0;
             g[4] <= 1;
             p[4] <= 1;
        end
	end
 end
endmodule
endmodule
`timescale 1ns / 1ps
module ssd(clk,reset,a,b,c,d,e,f,g,p,
		a_out,b_out,c_out,d_out,e_out,f_out,g_out,p_out,
		an
          );
input clk, reset; 
input [7:0] a,b,c,d,e,f,g,p;
output reg a_out,b_out,c_out,d_out,e_out,f_out,g_out,p_out;
output reg [7:0] an;
reg [3:0] state; 
reg [19:0] counter; 
always @ (posedge clk) begin  
	if(reset) begin	 
		state <= 0;  
		counter <= 0;
	end 
	else begin  
		if(counter == 20'h186A0) begin	  
			if (state == 4'b1000) 
				state <= 1;
			else
				state <= state + 1;
			counter <= 0;
		end
		else
			counter <= counter + 1;  
	end
end
always@(posedge clk)
begin
	if(reset) 
	begin
		an[7:0] <= 8'b11111111;
		a_out <= 1;
		b_out  <= 1;
		c_out  <= 1;
		d_out  <= 1;
		e_out  <= 1;
		f_out  <= 1;
		g_out  <= 1;
		p_out  <= 1;
	end
	else if(state == 4'b0001) 
	begin
		an[7:0] <= 8'b11111110;
		a_out  <= a[0];
		b_out  <= b[0];
		c_out  <= c[0];
		d_out  <= d[0];
		e_out  <= e[0];
		f_out  <= f[0];
		g_out  <= g[0];
		p_out  <= p[0];
	end
	else if(state == 4'b0010) 
	begin
		an[7:0] <= 8'b11111101;
		a_out  <= a[1];
		b_out  <= b[1];
		c_out  <= c[1];
		d_out  <= d[1];
		e_out  <= e[1];
		f_out  <= f[1];
		g_out  <= g[1];
		p_out  <= p[1];
	end
	else if(state == 4'b0011) 
	begin
		an[7:0] <= 8'b11111011;
		a_out  <= a[2];
		b_out  <= b[2];
		c_out  <= c[2];
		d_out  <= d[2];
		e_out  <= e[2];
		f_out  <= f[2];
		g_out  <= g[2];
		p_out  <= p[2];
	end
	else if(state == 4'b0100)	
	begin
		an[7:0] <= 8'b11110111;
		a_out  <= a[3];
		b_out  <= b[3];
		c_out  <= c[3];
		d_out  <= d[3];
		e_out  <= e[3];
		f_out  <= f[3];
		g_out  <= g[3];
		p_out  <= p[3];
	end
	else if(state == 4'b0101)	
	begin
		an[7:0] <= 8'b11101111;
		a_out  <= a[4];
		b_out  <= b[4];
		c_out  <= c[4];
		d_out  <= d[4];
		e_out  <= e[4];
		f_out  <= f[4];
		g_out  <= g[4];
		p_out  <= p[4];
	end
	else if(state == 4'b0110)	
	begin
		an[7:0] <= 8'b11011111;
		a_out  <= a[5];
		b_out  <= b[5];
		c_out  <= c[5];
		d_out  <= d[5];
		e_out  <= e[5];
		f_out  <= f[5];
		g_out  <= g[5];
		p_out  <= p[5];
	end
	else if(state == 4'b0111)	
	begin
		an[7:0] <= 8'b10111111;
		a_out  <= a[6];
		b_out  <= b[6];
		c_out  <= c[6];
		d_out  <= d[6];
		e_out  <= e[6];
		f_out  <= f[6];
		g_out  <= g[6];
		p_out  <= p[6];
	end
	else if(state == 4'b1000)	
	begin
		an[7:0] <= 8'b01111111;
		a_out  <= a[7];
		b_out  <= b[7];
		c_out  <= c[7];
		d_out  <= d[7];
		e_out  <= e[7];
		f_out  <= f[7];
		g_out  <= g[7];
		p_out  <= p[7];
	end
	else  
	begin
		an[7:0] <= 8'b11111111;
		a_out  <= 1;
		b_out  <= 1;
		c_out  <= 1;
		d_out  <= 1;
		e_out  <= 1;
		f_out  <= 1;
		g_out  <= 1;
		p_out  <= 1;
	end
end
endmodule
`timescale 1ns / 1ps
module top_module(
    input clk,
    rst,
    floor_0_p,
    floor_1_p,
    floor_2_p,
    floor_3_p,
    floor_4_p,
    direction_1,
    direction_2,
    direction_3,
    floor_0_d,
    floor_1_d,
    floor_2_d,
    floor_3_d,
    floor_4_d,
    output led_inside_0,
    led_inside_1,
    led_inside_2,
    led_inside_3,
    led_inside_4,
    led_outside_0,
    led_outside_1,
    led_outside_2,
    led_outside_3,
    led_outside_4,
    led_busy,
    a_out,b_out,c_out,d_out,e_out,f_out,g_out,p_out,
    [7:0]an
);
    wire [7:0] a,b,c,d,e,f,g,p;
    clk_divider divider(.clk_in(clk), .rst(rst), .divided_clk(clk50hz));
    debouncer pb0(.clk(clk50hz), .rst(rst), .noisy_in(floor_0_p), .clean_out(floor_0_p_clean));
    debouncer pb1(.clk(clk50hz), .rst(rst), .noisy_in(floor_1_p), .clean_out(floor_1_p_clean));
    debouncer pb2(.clk(clk50hz), .rst(rst), .noisy_in(floor_2_p), .clean_out(floor_2_p_clean));
    debouncer pb3(.clk(clk50hz), .rst(rst), .noisy_in(floor_3_p), .clean_out(floor_3_p_clean));
    debouncer pb4(.clk(clk50hz), .rst(rst), .noisy_in(floor_4_p), .clean_out(floor_4_p_clean));
    ssd seven_segment_display(clk,rst,a,b,c,d,e,f,g,p,
		a_out,b_out,c_out,d_out,e_out,f_out,g_out,p_out,
		an);
	elevator elev(
	clk50hz,rst,
	floor_0_p_clean,floor_1_p_clean,floor_2_p_clean,floor_3_p_clean,floor_4_p_clean,
	direction_1,direction_2,direction_3,
	floor_0_d,floor_1_d,floor_2_d,floor_3_d,floor_4_d,
	led_inside_0,led_inside_1,led_inside_2,led_inside_3,led_inside_4,
	led_outside_0,led_outside_1,led_outside_2,led_outside_3,led_outside_4, led_busy,
	a,b,c,d,e,f,g,p);
endmodule
```
**design/flow/run.sh**
```bash
#!/bin/bash
# OpenROAD 26Q1-2900-gdf79404cd8, Yosys 0.63+post, stock flow scripts
make -C /OpenROAD-flow-scripts/flow DESIGN_CONFIG=/design/flow/config.mk WORK_HOME=/design/flow/orfs finish
```
**design/flow/config.mk**
```make
export PLATFORM = sky130hd
export DESIGN_NAME = top_module
export DESIGN_NICKNAME = top_module
export VERILOG_FILES = /design/flow/design.v
export SDC_FILE = /design/flow/constraint.sdc
export NUM_CORES = 4
export LEC_CHECK = 1
export CORE_AREA = 10 10 104 104
export DIE_AREA = 0 0 114 114
export SYNTH_HDL_FRONTEND = slang
```
**design/flow/constraint.sdc**
```tcl
current_design top_module

set clk_period 2.6
set clk_io_pct 0.2

create_clock -name clk0 -period $clk_period [get_ports {clk}]

set non_clock_inputs [all_inputs -no_clocks]
set_input_delay [expr $clk_period * $clk_io_pct] -clock clk0 $non_clock_inputs
set_output_delay [expr $clk_period * $clk_io_pct] -clock clk0 [all_outputs]
```
==> ci_impl_report.md <==
### Flow metrics

| Metric | Value |
|---|---|
| Chip Footprint | 0.0130 mm^2 |
| Reg clk slew, reported paths | 0.06 ns |
| Final wirelength | 2950 um |
| Critical path buffer and inverter count | 0 |
| First-pass DRT Iterations | 4 |
| Crit path DAT | between 2 and 2.5 ns |
| DR DRC count | 0 |
| Total placed cells including tap cells | slightly above 300 |
| Register area share after synthesis | 39.1% |
| Share of cells above drive strength 1 | under 10% |
| Routability cong. | 0.794 |
| Max-Cap Viols | 0 |
| Fin crit share | 77.2% |
| Data required time of the critical path | 2.81 ns |
| Vias | roughly 1200 |
| Synth area leader | dfxtp_1 |
| IO Pins | 42 |
| Post-DRT Antenna Nets | 0 |
| P_leak | roughly 0.65 nW |
| P per Cell Area | 489 mW/mm^2 |
| Peak supply drop | 0.000148 V |
| Log Warnings | 42 |
| Post-CTS setup buffers | 0 |
| CP Launch Type | register |
| Fin cells | roughly 310 |
| DIE HEIGHT | between 100 and 150 um |
| Max-area cell share | 39.1% |
| WHS | around 0.47 ns |
| Crit path kind | reg -> reg |
| Yosys Instances | about 190 |
| Row count | 34 |
| Final Hold Vio Count | 0 |
| Unique cell type count in the Yosys netlist | 37 |
| DP Area | 0.00178 mm^2 |
| Fillers | ~950 |
| Synthesized area per cell | 8.54 um^2 |
| CTS resizes | 0 |
| FF+latch count, synth | 32 |
| YS chip area | 0.00164 mm^2 |
| Antenna cells | 0 |
| Number of port buffers | 9 |
| Design Power | 0.914 mW |
| CP max-delay cell | or4_1 |
| Hold buffers post-CTS | 0 |
| Outcome | finished clean |
| # H-tree levels | 2 |
| P&R area growth vs syn | 14.2% |
| Switch Pwr | 0.199 mW |
| Chip width | 114 um |
| Combinational Power Share | 2.9% |
| Skew-Pair Late Insertion Delay | between 0.2 and 0.3 ns |
| Final slew viol count | 0 |
| Min Tclk post-route | about 2 ns |
| Root Driver | clkbuf_8 |
| First-pass GRT wire length | 4970 um |
| Top area cell types | dfxtp_1 39%, buf_4 8.7%, nor2_1 6.2% |
| Setup TNS | 0 ns |
| DP Wirelength | 2190 um |
| Hold crit path type | reg -> reg |
| Clock sink count | 32 |
| Largest stage delay on the critical path | 0.51 ns |
| Final setup violation count | 0 |
| Cell Int Power | 0.715 mW |
| Num CTS Buffers | 5 |
| Largest net degree at the start of global routing | 18 |
| Ys Warns | 75 |
| Core Region | around 0.0087 mm^2 |
| Vias in the first global route | 1121 |
| Synth Cell Area | between 0.0015 and 0.002 mm^2 |
| RSZ-0062 raised after global routing | false |
| Final instance area | 0.00187 mm^2 |
| Crit path cell chain | ha_1 > nand3_1 > or3_1 > or4_1 > a21oi_1 |
| Crit-path max FO | 7 |
| TritonCTS clock tree | yes |
| Clock Power Share | 42.3% |
| Crit-path leading delay family | simple AND/OR/NAND/NOR gates |
| Pre-Place Util | 18.9% |
| Global Route Usage Sum | 4.39% |
| Sequential Power Share | a little over half |
| Maximum clock frequency | about 0.50 GHz |
| Grt total ovfl | 0 |
| Post-Route Skew | 0.00204 ns |
| Initial antenna violation count | 0 |
| Clock buffer depth | 2 |
| Cell count after synthesis | 192 |
| WL/cell | around 9.4 um |
| Crit end category | register |
| DR vias/cell | between 3 and 4 |
| Initial DRC Count | between 90 and 100 |
| Switching part of the total | between 20 and 25% |
==> power groups by stage <==
stage | Clock, mW | Combinational (mW) | Sequential, mW
global route | 0.421 | 0.0301 | 0.502
finish | 0.387 | 0.0265 | 0.501
CTS | 0.404 | 0.0278 | 0.501
==> registers in the layout, summed over array words and instances, names as in the netlist <==
signal                         flops
seven_segment_display.counter     20
seven_segment_display.state        4
seven_segment_display.an           8
==> stage by stage <==
stage / utilization, % / setup WS (ns)
after floorplan: - / 0.811
final: 21.6 / 0.592
after detailed placement: 20.5 / 0.620
after global routing: 21.6 / 0.478
after CTS: 21.6 / 0.600
after global placement: 20.5 / 0.642
==> layout make-up <==
type,instances,area (um^2),share of cell area (%)
Clock inverter,2,10.0,0.535
Timing Repair Buffer,10,97.6,5.21
Inverter,10,37.5,2.01
Clock buffer,6,82.6,4.41
Tap cell,108,135,7.22
Sequential cell,32,641,34.2
Multi-Input combinational cell,145,868,46.4
==> kinds of logic after synthesis <==
logic type                 count (synthesis)  share of synthesized area [%]
AOI/OAI and AO/OA                         13                           5.19
buffers and inverters                     32                           11.8
DFF                                       32                           39.1
other                                      2                          0.458
xor gates and xnor gates                  14                           7.48
and+or+nand+nor                           92                           30.8
adders and majority gates                  6                           4.58
muxes                                      1                          0.611
==> cell usage after synthesis <==
master and instances:
nand4_1 6, nor3b_1 1, xnor2_1 11, or3_1 2
and3_1 4, conb_1 2, nor4_1 8, nor2_1 27
ha_1 6, and4_1 3, nor4_2 1, nand3_1 11
a21oi_1 4, xor2_1 3, mux2i_1 1, nand2b_1 1
o21ai_0 2, nand4_4 1, a211oi_1 1, nor3_1 7
and3b_1 2, a21bo_2 1, o21ba_2 1, inv_1 10
nor2b_1 5, buf_4 19, nand2_1 9, o31ai_1 1
dfxtp_1 32, or4_1 1, clkbuf_1 1, o21bai_1 1
and2_1 1, buf_2 2, nand3b_1 1, a31oi_1 2
nand3_2 1
==> per-layer routing <==
layer | part of all wire (%) | vias up | GRT usage [%]
li1 | - | 643 | -
met1 | 48 | 546 | 5.58
met2 | 45 | 23 | 7.02
met3 | 6.8 | 5 | 1.75
met4 | 0.85 | 0 | 0.668
met5 | 0 | - | 0
==> worst register-to-register path: cells and delay by family (launching register included) <==
kind | cells | cell delay (ns)
adder cells (fa/ha/maj) | 1 | 0.27
flip-flops | 1 | 0.43
AND-OR/OR-AND | 1 | 0.15
AND/OR/NAND/NOR | 3 | 1.10
==> cells in the final DEF, fill, tap and decap left out, drive strengths merged <==
cell type	count
a21bo	1
dfxtp	32
xor2	3
a21oi	4
clkinv	2
o21ba	1
mux2i	1
o31ai	1
nor3	7
nand3b	1
a31oi	2
clkdlybuf4s50	9
or3	2
o21bai	1
nor2b	5
conb	19
nand3	12
nor3b	1
o21ai	2
nand2b	1
a211oi	1
and3b	2
or4	1
inv	10
nand4	7
buf	1
and4	3
and2	1
clkbuf	6
nand2	9
ha	6
xnor2	11
nor2	27
nor4	9
and3	4
==> final timing paths <==
check                                                       from  slack [ns]                                end  cells after the start
worst min register to register    seven_segment_display.state[2]        0.47        seven_segment_display.an[3]                      1
worst max-delay path            seven_segment_display.counter[0]        0.59  seven_segment_display.counter[18]                      5
worst max register to register  seven_segment_display.counter[0]        0.59  seven_segment_display.counter[18]                      5
worst min-delay path              seven_segment_display.state[2]        0.47        seven_segment_display.an[3]                      1
Power figures rest on the tool's default switching activity, not on a simulated workload.
